### flow/run.sh
#!/bin/bash
# OpenROAD 26Q1-2900-gdf79404cd8, Yosys 0.63+post, stock flow scripts
make -C /OpenROAD-flow-scripts/flow DESIGN_CONFIG=/design/flow/config.mk WORK_HOME=/design/flow/orfs finish
### flow/design.v
package lc3b_types;
typedef logic [15:0] lc3b_word;
typedef logic  [7:0] lc3b_byte;
typedef logic  [8:0] lc3b_offset9;
typedef logic  [5:0] lc3b_offset6;
typedef logic  [2:0] lc3b_reg;
typedef logic  [2:0] lc3b_nzp;
typedef logic  [1:0] lc3b_mem_wmask;
typedef logic	[19:0] lc3b_twenty;
typedef logic	[10:0] lc3b_eleven;
typedef logic	[3:0] lc3b_four;
typedef logic [10:0] lc3b_cs;
typedef logic [2:0] lc3b_cc;
typedef logic [2:0] lc3b_drid;
typedef enum bit [3:0] {
    op_add  = 4'b0001,
    op_and  = 4'b0101,
    op_br   = 4'b0000,
    op_jmp  = 4'b1100,    
    op_jsr  = 4'b0100,    
    op_ldb  = 4'b0010,
    op_ldi  = 4'b1010,
    op_ldr  = 4'b0110,
    op_lea  = 4'b1110,
    op_not  = 4'b1001,
    op_rti  = 4'b1000,
    op_shf  = 4'b1101,
    op_stb  = 4'b0011,
    op_sti  = 4'b1011,
    op_str  = 4'b0111,
    op_trap = 4'b1111
} lc3b_opcode;
typedef enum bit [3:0] {
    alu_add,
    alu_and,
    alu_not,
    alu_pass,
    alu_sll,
    alu_srl,
    alu_sra
} lc3b_aluop;
typedef struct packed {
    logic [3:0] opcode;
    lc3b_aluop aluop;
    logic load_cc;
    logic load_regfile;
    logic load_mdr;
    logic load_mar;
    logic mem_read;
    logic mem_write;
    logic destmux_sel; 
    logic storemux_sel;
    logic adjmux_sel; 
    logic [2:0] pcmux_sel;
    logic [2:0] alumux_sel;
    logic [2:0] regfilemux_sel;
    logic [1:0] mdrmux_sel;
    logic [1:0] marmux_sel;
    logic if_id_enable;
    logic id_ex_enable;
    logic ex_mem_enable;
    logic mem_wb_enable;
    logic in_branch;
    logic in_byte;
    logic in_indirect;
    logic in_sti;
    logic in_mem;
    logic in_ld;
    logic in_st;
    logic set_r7;
    logic in_lea;
} lc3b_control_word;
endpackage : lc3b_types
import lc3b_types::*;
module mux4 #(parameter width = 16)
(
input sel1, sel2,
input [width-1:0] a, b, c, d,
output logic [width-1:0] f
);
always_comb
begin
if (sel1 == 0 && sel2 == 0)
f = a;
else if (sel1 == 1 && sel2 == 0)
f = b;
else if (sel1 == 0 && sel2 == 1)
f = c;
else
f = d;
end
endmodule : mux4
### flow/config.mk
export PLATFORM = sky130hd
export DESIGN_NAME = mux4
export DESIGN_NICKNAME = mux4
export VERILOG_FILES = /design/flow/design.v
export SDC_FILE = /design/flow/constraint.sdc
export NUM_CORES = 4
export LEC_CHECK = 1
export CORE_AREA = 10 10 70 70
export DIE_AREA = 0 0 80 80
### flow/constraint.sdc
current_design mux4

set clk_period 1.9
set clk_io_pct 0.2

create_clock -name clk0 -period $clk_period

set non_clock_inputs [all_inputs -no_clocks]
set_input_delay [expr $clk_period * $clk_io_pct] -clock clk0 $non_clock_inputs
set_output_delay [expr $clk_period * $clk_io_pct] -clock clk0 [all_outputs]
==> Changelog: implementation <==
### Implementation results

- Yosys cell count: 20
- Distinct cells, synth: 5
- Syn_area_per_cell: 21.4 um2
- # rows: 21
- Leading area contributor after synthesis: mux4_2
- Leakage: 0.000487 uW
- Postcts setup bufs: 0
- Synthesized cell area: 428 um2
- Top cells, area: mux4_2 (47%), mux4_1 (43%), buf_12 (4.7%), buf_6 (2.6%), buf_2 (2.3%)
- Worst-Margin Slew: 138 ps
- Flop area: 0 um2
- Post-synth top cells: mux4_2 (9), mux4_1 (7), buf_2 (2)
- Final setup fails: 0
- Final Slew Violations: 0
- Worst IR Drop VDD: 0.0730 mV
- Hpwl dp: 2.37 mm
- Post-Synthesis Cells: 20
- Number of global-route vias before repair: 748
- Final WL: 2.58 mm
- FP Util: 0.125
- Unrepaired setup endpoints after global routing: false
- Number of antenna violations at the first check in global routing: 0
- DRC Markers: 0
- CP Class: in2out
- Flop count: 0
- Log Warnings: 32
- Largest net degree at the start of global routing: 11
- Cell depth of the worst hold path: 3
- Final Hold Vio Count: 0
- Die height: 80 um
- Top-count cell post-synth: mux4_2
- Max Cap Violations: 0
- Vias per inst: 4.02
- Worst hold slack: 1260 ps
- # port buffers: 82
- Slew HR: 0.908
- DR WL/cell: 17.3 um
- Synthesis warning total: 1
- HP Class: in2out
- 1st-iter DRT viols: 14
- Worst EP required: 1520 ps
- Global-route wire length before repair: 3.82 mm
- Fin crit period: 1880 ps
- YS chip area: 428 um2
- DR pass1 iterations: 2
- Sequential fraction of the synthesis area: 0
- Pwr Density: 205 nW/um2
- Area leader share: 0.474
- Buf/Inv on CP: 2
- CP Depth: 3
- Die width: 80 um
- Finished Cell Area: 1270 um2
- Crit-path cells: clkdlybuf4s50_1, mux4_2, dlygate4sd2_1
- Crit-path max FO: 1
- Arr. time, crit path: 1500 ps
- Clock buffer cells: 0
- Fin worst setup slack: 23.7 ps
- Status: complete, no violations
- Setup Total Neg Slack: 0 ps
- Crit. End Element: output port
- Chip Area: 6400 um2
- Layout cell share with drive strength beyond 1: 0.214
- Delay of the slowest critical-path stage: 450 ps
- P&R area growth vs syn: 198%
- Crit path launch type: input pin
- Gr usage total: 0.0756
- # IOs: 82
- Final period util: 0.988
- Fmax: 533 MHz
- Placed cell areas: 1290 um2
- Ant diodes: 0
- Fillers: 345
- Routability Congestion: 0.841
- Crit path max-delay family: buffers and inverters
- Vias: 599
- CP max-delay cell: mux4_2
- Final ANT Viol Nets: 0
- Core Area: 3420 um2
- Gr ovfl total: 0
- Pre-CTS setup slack: -605 ps
## cell type report
cell class | instances | area (um2) | share of cell area
well taps | 46 | 57.6 | 0.0451
repair buffers | 87 | 853 | 0.669
multi-input cells | 16 | 364 | 0.286
## stage by stage
stage / power [uW] / std cells / util
2_1_floorplan: 70.5 / 20 / -
3_3_place_gp: 280 / 148 / 0.379
3_5_place_dp: 280 / 148 / 0.379
4_1_cts: 262 / 149 / 0.371
5_1_grt: 283 / 149 / 0.373
6_report: 261 / 149 / 0.373
## kinds of logic (layout without fill, tap and decap cells)
| group | after synthesis | in the layout | synth area share |
|---|---|---|---|
| muxes | 16 | 16 | 0.904 |
| buffers and inverters | 4 | 87 | 0.0965 |
## tightest hold or removal path, delay by kind of cell
family	cells	cell delay [ps]
buffers and inverters	2	280
muxes	1	220
## layer usage
metal / vias up / GRT usage / wire length [um]
li1: 271 / - / -
met3: 4 / 0.0545 / 514
met2: 63 / 0.120 / 1070
met4: 0 / 0.0123 / 44
met5: - / 0 / 0
met1: 261 / 0.0818 / 956
## cells in the final DEF, fill, tap and decap left out
cell type / netlist / layout
clkdlybuf4s50_1: 0 / 61
mux4_2: 9 / 15
clkdlybuf4s15_1: 0 / 11
dlygate4sd2_1: 0 / 6
buf_4: 0 / 3
dlymetal6s2s_1: 0 / 2
buf_6: 1 / 2
mux4_1: 7 / 1
buf_2: 2 / 1
clkbuf_2: 0 / 1
## power breakdown
part / switching [uW] / leakage, uW / total (uW) / internal [uW]
clock network: 0 / 0 / 0 / 0
logic: 50.6 / 0.000487 / 261 / 211
registers: 0 / 0 / 0 / 0
total: 50.6 / 0.000487 / 261 / 211
## timing repair
action | in CTS | in global routing
hold buffers | 0 | 0
endpoints found under the setup margin | 16 | 12
cloned | 1 | 0
gates resized | 32 | 14
## final timing paths
kind | from | end | slack, ps
setup / recovery | d[12] | f[12] | 20
hold / removal | a[6] | f[6] | 1260
Power is estimated from default activity; no workload was simulated.
