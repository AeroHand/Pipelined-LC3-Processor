==> flow/design.v <==
package lc3b_types;
typedef logic [15:0] lc3b_word;
typedef logic  [7:0] lc3b_byte;
typedef logic  [8:0] lc3b_offset9;
typedef logic  [5:0] lc3b_offset6;
typedef logic  [2:0] lc3b_reg;
typedef logic  [2:0] lc3b_nzp;
typedef logic  [1:0] lc3b_mem_wmask;
typedef logic	[19:0] lc3b_twenty;
typedef logic	[10:0] lc3b_eleven;
typedef logic	[3:0] lc3b_four;
typedef logic [10:0] lc3b_cs;
typedef logic [2:0] lc3b_cc;
typedef logic [2:0] lc3b_drid;
typedef enum bit [3:0] {
    op_add  = 4'b0001,
    op_and  = 4'b0101,
    op_br   = 4'b0000,
    op_jmp  = 4'b1100,    
    op_jsr  = 4'b0100,    
    op_ldb  = 4'b0010,
    op_ldi  = 4'b1010,
    op_ldr  = 4'b0110,
    op_lea  = 4'b1110,
    op_not  = 4'b1001,
    op_rti  = 4'b1000,
    op_shf  = 4'b1101,
    op_stb  = 4'b0011,
    op_sti  = 4'b1011,
    op_str  = 4'b0111,
    op_trap = 4'b1111
} lc3b_opcode;
typedef enum bit [3:0] {
    alu_add,
    alu_and,
    alu_not,
    alu_pass,
    alu_sll,
    alu_srl,
    alu_sra
} lc3b_aluop;
typedef struct packed {
    logic [3:0] opcode;
    lc3b_aluop aluop;
    logic load_cc;
    logic load_regfile;
    logic load_mdr;
    logic load_mar;
    logic mem_read;
    logic mem_write;
    logic destmux_sel; 
    logic storemux_sel;
    logic adjmux_sel; 
    logic [2:0] pcmux_sel;
    logic [2:0] alumux_sel;
    logic [2:0] regfilemux_sel;
    logic [1:0] mdrmux_sel;
    logic [1:0] marmux_sel;
    logic if_id_enable;
    logic id_ex_enable;
    logic ex_mem_enable;
    logic mem_wb_enable;
    logic in_branch;
    logic in_byte;
    logic in_indirect;
    logic in_sti;
    logic in_mem;
    logic in_ld;
    logic in_st;
    logic set_r7;
    logic in_lea;
} lc3b_control_word;
endpackage : lc3b_types
module register #(parameter width = 16)
(
    input clk,
    input load,
    input [width-1:0] in,
    output logic [width-1:0] out
);
logic [width-1:0] data;
initial
begin
    data = 1'b0;
end
always_ff @(posedge clk)
begin
    if (load)
    begin
        data = in;
    end
end
always_comb
begin
    out = data;
end
endmodule : register
==> flow/run.sh <==
#!/bin/bash
# OpenROAD 26Q1-2900-gdf79404cd8, Yosys 0.63+post, stock flow scripts
make -C /OpenROAD-flow-scripts/flow DESIGN_CONFIG=/design/flow/config.mk WORK_HOME=/design/flow/orfs finish
==> flow/config.mk <==
export PLATFORM = sky130hd
export DESIGN_NAME = register
export DESIGN_NICKNAME = register
export VERILOG_FILES = /design/flow/design.v
export SDC_FILE = /design/flow/constraint.sdc
export NUM_CORES = 4
export LEC_CHECK = 1
export CORE_AREA = 10 10 71 71
export DIE_AREA = 0 0 81 81
==> flow/constraint.sdc <==
current_design register

set clk_period 1.0
set clk_io_pct 0.2

create_clock -name clk0 -period $clk_period [get_ports {clk}]

set non_clock_inputs [all_inputs -no_clocks]
set_input_delay [expr $clk_period * $clk_io_pct] -clock clk0 $non_clock_inputs
set_output_delay [expr $clk_period * $clk_io_pct] -clock clk0 [all_outputs]
==> impl_metrics.json <==
{
  "status": "finished, final reports clean",
  "ys_sh_mux_pct": 0,
  "crit_arrival_ps": 900,
  "max_slew_margin_pct": 90.1,
  "synth_cells": 16,
  "ys_sh_simple_pct": 0,
  "warning_count": 25,
  "antenna_cells": 0,
  "synth-area-yosys_um2": 480,
  "pin_count": 34,
  "die_w_um": 81,
  "hold_end": "data[11]$_DFFE_PP_",
  "cp_num_buf_inv": 2,
  "ys_types": 1,
  "cp-end-kind": "register",
  "grt_pass1_vias": 356,
  "synth_seq_share_pct": 100,
  "min_from": "in[11]",
  "ant_nets": 0,
  "clock.fmax_mhz": 1070,
  "design_area_um2": 863,
  "slew_violations": 0,
  "synth_top_cell_by_area": "edfxtp_1",
  "portBuffers": 33,
  "antenna_found_initial": 0,
  "grt_pass1_wl_um": 1860,
  "ys_top_cells_by_area": "edfxtp_1 (100%)",
  "synthAdderAreaFrac_pct": 0,
  "edf_count": 16,
  "synthAoiAreaFrac_pct": 0,
  "syn_avg_cell_area_um2": 30.0,
  "grt_max_degree": 15,
  "top_cells_by_count": "edfxtp_1 (16)",
  "avgRoutedWirePerCell_um": 12.4,
  "rows": 22,
  "yosysWarnings": 1,
  "layout-drive-gt1-share_pct": 38.2,
  "required_ps": 960,
  "dieArea_um2": 6560,
  "clkTransAtPathRegs_ps": 60,
  "crit_type": "in -> reg",
  "vias": 288,
  "top_cell": "edfxtp_1",
  "dr.pass1.iters": 4,
  "cts_tree": "yes",
  "clockRootBuffer": "clkbuf_8",
  "layout_min_cycle_time_ps": 939,
  "path_max_fanout": 14,
  "gp_congestion": 0.690,
  "worst_slew_pin_slew_ps": 148,
  "cp_top_family": "buffers and inverters",
  "final_util_pct": 23.8,
  "syn-cell-area_um2": 480,
  "largest_reg_flops": 16,
  "dpl_cell_area_um2": 898,
  "die_h_um": 81,
  "fin_cells": 103,
  "critPathLaunchType": "input port",
  "synthArstFlopShare_pct": 0,
  "crit_chain": "clkdlybuf4s50_1 -> buf_12",
  "post_synth_xor_area_fraction_pct": 0,
  "p_leak_uw": 0.000324,
  "core_um2": 3630,
  "cts.sinks": 16,
  "via_per_inst": 2.80,
  "cpPeakStageDelay_ps": 530,
  "whs_ps": 506,
  "place_ws_ps": -207,
  "fin_ws_ps": 61.1,
  "yosysCellCount": 16,
  "rsz0062_at_grt": "false",
  "ys.flop_type": "edfxtp_1",
  "finalHoldViolCount": 0,
  "p_per_area_nw_per_um2": 1640,
  "hold_class": "in -> reg",
  "cts_buffer_depth": 2,
  "area_delta_synth_final_pct": 79.7,
  "dp_hpwl_um": 1050,
  "overflow": 0,
  "worst_ir_drop_vdd_v": 0.000403,
  "totalWireLength_um": 1270,
  "hold_depth": 1,
  "drtIter0Drc": 12,
  "initial_core_util_pct": 13.2,
  "yosysTopAreaCellShare_pct": 100,
  "post-route-drc-count": 0,
  "grt_util_all_layers_pct": 3.81,
  "slowest_stage": "clkdlybuf4s50_1",
  "fin_crit_sh_pct": 93.9,
  "finalSetupViolations": 0,
  "maxCapViolations": 0,
  "postCtsHoldBufs": 0,
  "cts_inserted_buffers": 3,
  "mi_logic_area_um2": 0,
  "comb_cells": 0,
  "place_inst": 99,
  "synth_flop_count": 16,
  "htree_levels": 1
}
[layout make-up]
class,instances,area (µm²)
repair buffers,35,278
clock buffers,3,41.3
fillers,393,2770
well taps,48,60.1
flip-flops and latches,16,480
clock inverters,1,3.75
[worst max path at each step]
stage,startpoint,endpoint,cells after the start
after global routing,data[10]$_DFFE_PP_,out[10],1
after CTS,data[14]$_DFFE_PP_,out[14],1
final,load,data[13]$_DFFE_PP_,2
[metrics by stage]
step                setup TNS (ps)  total power, µW
detailed placement           -3240             1010
floorplan                        0              811
finish                           0             1420
CTS                              0             1460
global route                     0             1500
global placement             -2930             1000
[logic make-up after synthesis]
logic type and after synthesis:
flops 16
[layer usage]
layer	vias up	GRT usage (%)	part of all wire, %
met4	0	0.692	0
met3	0	2.45	13
li1	143	-	-
met1	127	4.54	40
met5	-	0	0
met2	18	5.81	48
[placed cells by master, fill, tap and decap left out]
| master | n |
|---|---|
| buf_4 | 1 |
| buf_2 | 13 |
| buf_12 | 1 |
| clkinv_1 | 1 |
| clkdlybuf4s50_1 | 17 |
| edfxtp_1 | 16 |
| clkbuf_8 | 3 |
| clkbuf_2 | 3 |
[repair_timing]
item	in CTS	in global routing
setup endpoints to repair	16	3
setup buffers	0	0
pin swaps	0	0
gates resized	45	3
[where the power goes]
part	switching, µW	internal [µW]
registers	11.3	797
logic	30.4	98.0
clock network	208	272
Power is estimated from default activity; no workload was simulated.
