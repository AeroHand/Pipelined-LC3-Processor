File: design/flow/run.sh
#!/bin/bash
# OpenROAD 26Q1-2900-gdf79404cd8, Yosys 0.63+post, stock flow scripts
make -C /OpenROAD-flow-scripts/flow DESIGN_CONFIG=/design/flow/config.mk WORK_HOME=/design/flow/orfs finish
File: design/flow/config.mk
export PLATFORM = sky130hd
export DESIGN_NAME = ff
export DESIGN_NICKNAME = ff
export VERILOG_FILES = /design/flow/design.v
export SDC_FILE = /design/flow/constraint.sdc
export NUM_CORES = 4
export LEC_CHECK = 1
export CORE_AREA = 10 10 80 80
export DIE_AREA = 0 0 90 90
File: design/flow/constraint.sdc
current_design ff

set clk_period 1.0
set clk_io_pct 0.2

create_clock -name clk0 -period $clk_period [get_ports {clk}]

set non_clock_inputs [all_inputs -no_clocks]
set_input_delay [expr $clk_period * $clk_io_pct] -clock clk0 $non_clock_inputs
set_output_delay [expr $clk_period * $clk_io_pct] -clock clk0 [all_outputs]
File: design/flow/design.v
package lc3b_types;
typedef logic [15:0] lc3b_word;
typedef logic  [7:0] lc3b_byte;
typedef logic  [8:0] lc3b_offset9;
typedef logic  [5:0] lc3b_offset6;
typedef logic  [2:0] lc3b_reg;
typedef logic  [2:0] lc3b_nzp;
typedef logic  [1:0] lc3b_mem_wmask;
typedef logic	[19:0] lc3b_twenty;
typedef logic	[10:0] lc3b_eleven;
typedef logic	[3:0] lc3b_four;
typedef logic [10:0] lc3b_cs;
typedef logic [2:0] lc3b_cc;
typedef logic [2:0] lc3b_drid;
typedef enum bit [3:0] {
    op_add  = 4'b0001,
    op_and  = 4'b0101,
    op_br   = 4'b0000,
    op_jmp  = 4'b1100,    
    op_jsr  = 4'b0100,    
    op_ldb  = 4'b0010,
    op_ldi  = 4'b1010,
    op_ldr  = 4'b0110,
    op_lea  = 4'b1110,
    op_not  = 4'b1001,
    op_rti  = 4'b1000,
    op_shf  = 4'b1101,
    op_stb  = 4'b0011,
    op_sti  = 4'b1011,
    op_str  = 4'b0111,
    op_trap = 4'b1111
} lc3b_opcode;
typedef enum bit [3:0] {
    alu_add,
    alu_and,
    alu_not,
    alu_pass,
    alu_sll,
    alu_srl,
    alu_sra
} lc3b_aluop;
typedef struct packed {
    logic [3:0] opcode;
    lc3b_aluop aluop;
    logic load_cc;
    logic load_regfile;
    logic load_mdr;
    logic load_mar;
    logic mem_read;
    logic mem_write;
    logic destmux_sel; 
    logic storemux_sel;
    logic adjmux_sel; 
    logic [2:0] pcmux_sel;
    logic [2:0] alumux_sel;
    logic [2:0] regfilemux_sel;
    logic [1:0] mdrmux_sel;
    logic [1:0] marmux_sel;
    logic if_id_enable;
    logic id_ex_enable;
    logic ex_mem_enable;
    logic mem_wb_enable;
    logic in_branch;
    logic in_byte;
    logic in_indirect;
    logic in_sti;
    logic in_mem;
    logic in_ld;
    logic in_st;
    logic set_r7;
    logic in_lea;
} lc3b_control_word;
endpackage : lc3b_types
module ff #(parameter width = 16)
(
    input clk,
    input load,
    input [width-1:0] d,
    output logic [width-1:0] q
);
logic [width-1:0] data;
initial
begin
    data = 1'b0;
end
always_ff @(posedge clk)
begin
    if (load)
    begin
        data = d;
    end
end
always_comb
begin
    q = data;
end
endmodule : ff
==> run notes <==
This memo summarizes the results of the implementation run.

Route
Nets still carrying antenna violations after routing amount to 0. Dividing the detail-routed via count by the number of cells gives between 2 and 2.5. After the first detailed-routing iteration, the DRC count stood at 6. The final layout contains routed wiring with a total length of 1.31 mm. The number of antenna cells inserted is 0. The script logs the mean routed wire length per placed instance as roughly 11 um. The via total after detailed routing is between 200 and 300.

In the log, the iteration count for the first detailed-route pass is 2. TritonRoute reported its final design rule violation total as 0.

STA
The max-slew violation count is 0. Per the final timing report, the hold violations number 0. The post-layout minimum cycle time is 0.925 ns. Setup repair after global routing left no endpoint under its margin. The tightest slew margin relative to the limit is roughly 93%. The number of endpoints failing setup at the final stage is 0. The upper clock frequency limit is around 1100 MHz. The actual slew at the worst max-slew pin is approximately 0.11 ns. The final period utilization is 92.5%.

Synthesis
The average instance area after synthesis is between 30 and 40 um^2. The proportion of synthesized chip area in sequential cells is about 100%. The library cell with the highest instance count after synthesis is sky130_fd_sc_hd__edfxtp_1. The number of enable-type register cells in the synthesized netlist is 16. The number of cell instances after yosys synthesis is 16. Summing every instance area after synthesis gives about 480 um^2. The dominant cell type by area after synthesis is sky130_fd_sc_hd__edfxtp_1.

The number of cells produced by synthesis is 16. For this run, the chip area from Yosys synthesis comes to ~480 um^2. The async set-or-reset flop fraction in the synthesized netlist is 0%. Yosys reports that the most numerous cell types are sky130_fd_sc_hd__edfxtp_1.

The number of unique standard cell types used by synthesis is 1. Once synthesis finished, the tally of register bits stood at 16. The most used flip-flop cell after synthesis is sky130_fd_sc_hd__edfxtp_1. Sorting the synthesized cells by area gives the leading types as sky130_fd_sc_hd__edfxtp_1.

The portion of synthesized cell area occupied by the leading cell type is 100%. The number of warnings printed during yosys synthesis is 1.

Final layout
In this run the layout overhead on the synthesized area is reported as 81.2%. The count of cells in the finished layout, fillers not included, comes to between 100 and 150. The count of multi-input combinational gates is 0. Summing all multi-input logic gate instances after layout gives 0 um^2.

The final instance area is about 870 um^2. In the final layout, the share of cells above drive strength 1 is about two fifths. The number of flip-flops in the largest register is 16. For this run, the share of the core covered by cells in the final layout is around 18%.

Die
The core region is about 4700 um^2. The overall chip area is 8100 um^2. The floorplan report gives the top-level pin count as 34. The total number of placement rows is 25.

From left edge to right edge, the die measures 90 um. The floorplan-stage core utilization is 10.2%. Per the OpenROAD floorplan log, the height of the die is approximately 90 um.

Setup path
All stages included, the depth of the critical timing path comes to 1. The maximum single-stage delay on the critical path is roughly 0.36 ns. The worst setup path is launched from a register. The number of buffers and inverters on the critical path is 1. The data required time at the worst endpoint is ~0.80 ns. Traced cell by cell, the critical path runs through buf_2. The worst setup path is of the register to primary output kind. The kind of cell with the highest combined delay along the critical path is flip-flops. The arrival time of the worst setup path is roughly 0.73 ns. The critical path's slowest cell is sky130_fd_sc_hd__edfxtp_1. The highest net fanout along the worst path is 1.

The sort of element at the end of the critical path is a primary output.

Flow run
The number of maximum-capacitance violations recorded for the run is 0. The logs give a warning total of 25.

Global routing
The number of global-route vias before repair is about 350. The first-pass GRT wire length is between 2 and 2.5 mm. The total overflow left after global routing is 0. The initial antenna violation count is 0. The global routing report lists combined usage of all routing layers as 3.12%. The pin count of the biggest net entering global routing is 9.

Placement
The placed instance count is around 120. The number of I/O port buffers is 33. The standard cell area after detailed placement is slightly above 900 um^2. The final weighted congestion in routability-driven placement is around 0.66.

Hold path
The start point of the worst hold path is d[7]. The cell count of the worst hold path is 1. The end point of the worst hold path is data[7]$_DFFE_PP_. The classification of the worst-slack hold path is input pin to register.

Clocking
Per the TritonCTS log, the buffer count is 3. The clock transition at the register clock pins on the worst setup and hold paths after CTS is ~0.05 ns. For this design, the CTS-stage hold fixing added 0 buffers.

In this run the clock root is driven by a sky130_fd_sc_hd__clkbuf_8. Per the CTS log, the maximum H-tree level is 1. The clock sink count is 16. The number of buffers on the longest clock path is 2. TritonCTS built the clock tree.

Power
For this design the static power due to leakage is 0.319 nW. The power density over the cells is about 1600 nW/um^2. The worst ir drop on vdd is 397 uV.

Outcome
The run finished with clean final reports.
==> cells in the final DEF, fill, tap and decap left out <==
| master | count |
|---|---|
| sky130_fd_sc_hd__buf_4 | 2 |
| sky130_fd_sc_hd__clkbuf_2 | 8 |
| sky130_fd_sc_hd__clkdlybuf4s50_1 | 17 |
| sky130_fd_sc_hd__clkbuf_8 | 3 |
| sky130_fd_sc_hd__edfxtp_1 | 16 |
| sky130_fd_sc_hd__buf_2 | 8 |
==> worst max path at each step <==
stage           end          startpoint  slack, ns
CTS           q[10]  data[10]$_DFFE_PP_      0.002
global route   q[3]   data[3]$_DFFE_PP_       0.02
finish         q[1]   data[1]$_DFFE_PP_       0.07
==> area by class of cell <==
type                  instances  area [um^2]
clock buffer                  3         41.3
fill                        512         3850
sequential                   16          480
tap                          67         83.8
timing repair buffer         35          265
==> report_power, final <==
part / internal (mW) / switching [mW] / leakage [nW]
combinational: 0.0933 / 0.0314 / 0.141
clock: 0.265 / 0.174 / 0.0216
sequential: 0.797 / 0.0123 / 0.157
total: 1.16 / 0.218 / 0.319
==> layer usage <==
metal | share of wire (%) | wire [um] | track usage [%]
met5 | 0 | 0 | 0
met4 | 3.6 | 47 | 1.33
met3 | 7.1 | 93 | 0.754
met2 | 49 | 646 | 5.02
met1 | 40 | 520 | 3.91
==> logic make-up after synthesis <==
group and share of synthesized area [%]:
flip-flops 100
==> timing repair <==
action | 4_1_cts | 5_1_grt
pin swaps | 0 | 0
setup buffers | 0 | 0
setup endpoints to repair | 16 | 8
resized | 40 | 8
gates cloned | 0 | 0
endpoints found under the hold margin | 0 | 0
==> metrics by stage <==
step,hold slack [ns],worst slack [ns],total power [mW],TNS [ns]
floorplan,0.299,0.501,0.811,0
global placement,0.765,-0.154,0.999,-2.45
detailed placement,0.760,-0.152,1.00,-2.38
CTS,0.513,0.00209,1.41,0
global route,0.509,0.0175,1.46,0
finish,0.517,0.0746,1.37,0
Power and IR drop assume default switching activity.
